`config.mk`:
```
export PLATFORM = sky130hd
export DESIGN_NAME = car_parking
export DESIGN_NICKNAME = car_parking
export VERILOG_FILES = /design/flow/design.v
export SDC_FILE = /design/flow/constraint.sdc
export NUM_CORES = 4
export LEC_CHECK = 1
export CORE_AREA = 10 10 74 74
export DIE_AREA = 0 0 84 84
```
`constraint.sdc`:
```
current_design car_parking

set clk_period 5.0
set clk_io_pct 0.2

create_clock -name clk0 -period $clk_period [get_ports {clk}]

set non_clock_inputs [all_inputs -no_clocks]
set_input_delay [expr $clk_period * $clk_io_pct] -clock clk0 $non_clock_inputs
set_output_delay [expr $clk_period * $clk_io_pct] -clock clk0 [all_outputs]
```
`design.v`:
```
`timescale 1ns / 1ps
module car_parking #(parameter capacity = 10)(
    input rst, clk, entry_sensor, exit_sensor,
    output reg [7:0] count,  
    output parking_full
);
assign parking_full = (count >= capacity);
always @(posedge clk or negedge rst) begin
    if (!rst)  
        count <= 0;
    else begin
        if (entry_sensor && !parking_full)
            count <= count + 1;
        if (exit_sensor && count > 0)
            count <= count - 1;
    end
end
endmodule
```
`run.sh`:
```
#!/bin/bash
# OpenROAD 26Q1-2900-gdf79404cd8, Yosys 0.63+post, stock flow scripts
make -C /OpenROAD-flow-scripts/flow DESIGN_CONFIG=/design/flow/config.mk WORK_HOME=/design/flow/orfs finish
```
==> impl.org <==
#+TITLE: Physical design notes

** Floorplanning
- Per the OpenROAD floorplan log, the area of the core is 3970 sq um.
- Initial Utilization :: 0.164
- Per the OpenROAD floorplan log, the height of the die is 84 um.
- Die Footprint :: 7060 sq um
- Chip width :: 84 um
- Number of ports placed on the die boundary :: 13
- After floorplanning, the core was divided into 23 placement rows.

** Finish
- Register with the highest flop count :: count
- Sequential Area :: 200 sq um
- Fin area :: 863 sq um
- The largest registers in the layout are count x8.
- The layout summary lists the proportion of cells stronger than drive strength 1 as 0.167.
- Number of flip-flops under the largest register name :: 8
- Area growth, synth to finish :: 32.7%
- Area taken by multi-input logic gates :: 420 sq um
- The count of cells in the finished layout, fillers not included, comes to ~130.
- In the final layout, the fill cell count is 411.

** Detailed routing
- Average wire per cell in the routed design :: 11.2 um
- Wire length reported by the detailed router :: ~1.4 mm
- After detailed routing, the number of vias per cell comes to 4.05.
- The routed layout has 519 vias.
- In this run, the number of DRC markers left after iteration 0 of detailed routing was 60.
- Number of routed nets with antenna violations :: 0
- Before antenna repair, the detailed router went through 4 iterations.
- Antenna diode count :: 0
- The routed layout reports a DRC error count of 0.

** Power
- Sw Share :: 0.401
- Max rail drop VDD :: 0.108 mV
- The power report puts the net switching power at 0.220 mW.
- Relative contribution of the clock network to total power :: 0.142
- Internal Dissipation :: 0.329 mW
- Combinational share of power :: 0.576
- For this design the static power due to leakage is ~0.36 nW.
- The power report attributes to the sequential group a share of 0.282.
- The completed layout was analyzed and its total power is 0.549 mW.
- P per Cell Area :: 636 nW/um^2

** STA
- Share of the clock period used by the worst path after layout :: 0.635
- The final max-slew violation count recorded for this run is 0.
- RSZ-0062 raised after global routing :: false
- Worst-case setup margin in the final layout :: 1830 ps
- Between clock sinks in the finished design, the worst skew comes to 3.50 ps.
- Number of hold violations in the final report :: 0
- Remaining max-slew budget at the tightest pin :: 0.628
- Setup violation total in the final timing report :: 0
- Final setup TNS :: 0 ps
- The worst path in the final design needs a cycle of roughly 3200 ps, including I/O delays and setup.
- Slew of the pin with the lowest slew margin :: 555 ps
- Timing would allow up to 315 MHz.

** Setup path
- For the worst setup path, the data arrival time is roughly 3300 ps.
- Path depth of the worst reg2reg path :: 8
- The required time at the worst endpoint is listed as 5150 ps.
- Maximum single-stage delay on the critical path :: 480 ps
- Crit-path max FO :: 10
- CP Capture Type :: flop
- Startpoint-to-endpoint class of the critical path :: in -> reg
- STA classifies the critical path startpoint as a primary input.
- On the critical path, the stage with the largest delay is an instance of sky130_fd_sc_hd__clkdlybuf4s50_1.
- Worst R2R Setup Slack :: 2540 ps
- The cell sequence reported for the critical path is clkdlybuf4s50_1 > a21boi_2 > ha_1 > a21o_1 > a31o_2 > a21oi_1 > mux2i_1 > xnor2_1.

** Clock network
- H-Tree Depth :: 1
- Clock transition at the register clock pins on the worst setup and hold paths after CTS :: approximately 40 ps
- Clock tree from TritonCTS :: yes
- Hold-fix buffers at CTS :: 0
- The clock passes through at most 2 buffers.
- Number of clock sinks :: 8
- Clock Latency Late Sink :: approximately 230 ps
- Post-CTS timing repair inserted 0 buffers for setup.
- Clock Tree Root :: sky130_fd_sc_hd__clkbuf_8
- Per the TritonCTS log, the buffer count is 3.
- The report lists the number of cells resized after CTS as 0.

** Yosys
- After synthesis, the netlist uses 29 different library cells.
- For this run, the number of Yosys warnings is 1.
- In the post-synthesis netlist, the biggest area contributors are sky130_fd_sc_hd__dfrtp_1 31%, sky130_fd_sc_hd__ha_1 12%, sky130_fd_sc_hd__nand2_1 4.6%, sky130_fd_sc_hd__o21ai_2 4.0%, sky130_fd_sc_hd__nor4_4 3.3%.
- Avg Cell Area, Syn :: 10.2 sq um
- Cell count listed in synth_stat.txt :: 64
- Post-synth area from yosys stat :: 651 sq um
- Syn Std Cell Area :: 651 sq um
- The share of synthesized area in the top cell type comes to 0.308.
- Share of the yosys chip area belonging to registers :: 0.308
- Cell count after synthesis :: 64
- Yosys reg bits :: 8
- Largest area contributor in the synthesized netlist :: sky130_fd_sc_hd__dfrtp_1

** GRT
- Per the GRT congestion report, total overflow comes to 0.
- Pin count of the biggest net entering global routing :: 14
- Global routing put the most usage on met2.
- Global routing met1 resource utilization :: 0.0538
- Number of antenna violations at the first check in global routing :: 0
- The number of global-route vias before repair is 518.
- Met2 usage in global routing :: 0.0571
- met3 track demand over resource after global routing is 0.0167.
- Global-route wire length before repair :: 2.44 mm
- For this run, the total global-route usage over all layers was measured as 0.0402.

** Outcome
- Result of the run :: finished, final reports clean

** Placement
- The buffer_ports step reported a buffer count of 12.
- The detailed placer reported the number of placed instances as 125.
- Setup WS pre-CTS :: 1640 ps
- Detailed placement finished with a half-perimeter wire length of approximately 1.1 mm.
- Area after DPL :: a little over 800 sq um
- Per the gpl log, the routability congestion estimate is 0.860.

** Min path
- Min-Delay Path Class :: reg -> reg
- Hold depth :: 1

** Job
- # Max-Cap Violations :: 0
- In this run the tools logged warnings totalling 25.
-- cells by family (layout without fill, tap and decap cells) --
group | Yosys count | count (layout) | share of synthesized area
adders and majority gates | 7 | 7 | 0.146
buffers and inverters | 6 | 20 | 0.0462
muxes | 1 | 1 | 0.0154
and+or+nand+nor | 15 | 15 | 0.154
xor gates and xnor gates | 5 | 5 | 0.0789
DFF | 8 | 8 | 0.308
AOI/OAI and AO/OA | 22 | 22 | 0.252
-- final timing paths --
check,startpoint,end
min in group asynchronous,rst,count[7]$_DFFE_PN0P_
max,exit_sensor,count[7]$_DFFE_PN0P_
min reg2reg,count[7]$_DFFE_PN0P_,count[7]$_DFFE_PN0P_
max reg2reg,count[4]$_DFFE_PN0P_,count[7]$_DFFE_PN0P_
min,count[7]$_DFFE_PN0P_,count[7]$_DFFE_PN0P_
max in group asynchronous,rst,count[2]$_DFFE_PN0P_
-- cell usage after synthesis (all sizes together) --
cell	number
nor2	1
and4	1
mux2i	1
nor3b	1
a211oi	1
inv	5
a31oi	1
a21o	2
nor4	2
o31ai	2
xnor2	3
o21ai	7
nand2b	1
buf	1
nor3	1
nand2	8
a31o	1
ha	6
a21boi	1
o21a	2
xor2	2
a21oi	4
o21bai	1
fa	1
dfrtp	8
-- cells in the final DEF, fill, tap and decap left out, types with 2 or more instances in the layout --
cell type | Yosys | layout
sky130_fd_sc_hd__clkdlybuf4s50_1 | 0 | 12
sky130_fd_sc_hd__o21ai_1 | 3 | 3
sky130_fd_sc_hd__dfrtp_1 | 8 | 8
sky130_fd_sc_hd__inv_1 | 5 | 5
sky130_fd_sc_hd__xor2_1 | 2 | 2
sky130_fd_sc_hd__a21oi_1 | 4 | 4
sky130_fd_sc_hd__o21a_1 | 2 | 2
sky130_fd_sc_hd__o31ai_1 | 2 | 2
sky130_fd_sc_hd__ha_1 | 6 | 6
sky130_fd_sc_hd__nand2_1 | 8 | 8
sky130_fd_sc_hd__o21ai_2 | 3 | 3
sky130_fd_sc_hd__a21o_1 | 2 | 2
sky130_fd_sc_hd__clkbuf_8 | 0 | 3
sky130_fd_sc_hd__xnor2_1 | 2 | 2
-- power by group through the flow --
stage	registers (mW)	clock network, mW	logic (mW)
finish	0.155	0.0782	0.316
global route	0.162	0.0825	0.360
CTS	0.155	0.0803	0.322
-- metrics by stage --
step                 util  hold WS (ps)
floorplan               -           501
global placement    0.207           533
detailed placement  0.207           543
CTS                 0.217           549
global route        0.217           579
finish              0.217           554
-- worst max-delay path: cells and delay by family --
family / cells / cell delay (ps)
adders and majority gates: 1 / 390
muxes: 1 / 240
buffers and inverters: 1 / 480
AOI/OAI and AO/OA: 4 / 1080
xor gates and xnor gates: 1 / 130
-- metal layers --
layer / part of all wire / wire (um) / up-vias
met5: 0 / 0 / -
met4: 0.025 / 36 / 0
met3: 0.11 / 150 / 4
met2: 0.40 / 578 / 16
met1: 0.46 / 663 / 234
li1: - / - / 265
-- layout make-up --
| cell class | instances | area share |
|---|---|---|
| flip-flops and latches | 8 | 0.232 |
| clock buffers | 3 | 0.0478 |
| inverters | 5 | 0.0217 |
| well taps | 50 | 0.0725 |
| repair buffers | 12 | 0.139 |
| multi-input cells | 50 | 0.487 |
Power is estimated from default activity; no workload was simulated.
