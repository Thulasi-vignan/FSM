$ cat /design/flow/design.v
`timescale 1ns / 1ps
module washing_machine(
    input clk, rst, start, door_closed, water_level, cycle_complete,
    output reg [2:0] state,
    output reg motor_on, water_valve, drain_valve, buzzer
);
    localparam idle = 3'b000,
               fill_water = 3'b001,
               wash = 3'b010,
               rinse = 3'b011,
               spin = 3'b100,
               drain_water = 3'b101,
               END = 3'b110,
               ERROR = 3'b111;
    reg [2:0] nxt_state;
    always @(posedge clk or negedge rst) begin
        if (!rst)
            state <= idle;
        else
            state <= nxt_state;
    end
    always @(*) begin
        nxt_state = state;  
        case (state)
            idle: begin
                if (start && door_closed)
                    nxt_state = fill_water;
                else if (start && !door_closed)
                    nxt_state = ERROR;
            end
            fill_water: begin
                if (!door_closed)
                    nxt_state = ERROR;
                else if (water_level)
                    nxt_state = wash;
            end
            wash: begin
                if (!door_closed)
                    nxt_state = ERROR;
                else if (cycle_complete)
                    nxt_state = rinse;
            end
            rinse: begin
                if (!door_closed)
                    nxt_state = ERROR;
                else if (cycle_complete)
                    nxt_state = spin;
            end
            spin: begin
                if (!door_closed)
                    nxt_state = ERROR;  
                else if (cycle_complete)
                    nxt_state = END;
            end
            drain_water: begin
                if (!door_closed)
                    nxt_state = ERROR;
                else if (cycle_complete)
                    nxt_state = END;
            end
            END: begin
                if (!start)
                    nxt_state = idle;
            end
            ERROR: begin
                if (!start)
                    nxt_state = idle;
            end
            default: nxt_state = idle;
        endcase
    end
    always @(*) begin
        motor_on = 0;
        water_valve = 0;
        drain_valve = 0;
        buzzer = 0;
        case (state)
            fill_water: water_valve = 1;
            wash: motor_on = 1;
            rinse: motor_on = 1;
            spin: motor_on = 1;
            drain_water: drain_valve = 1;
            END, ERROR: buzzer = 1;
        endcase
    end
endmodule
$ cat /design/flow/run.sh
#!/bin/bash
# OpenROAD 26Q1-2900-gdf79404cd8, Yosys 0.63+post, stock flow scripts
make -C /OpenROAD-flow-scripts/flow DESIGN_CONFIG=/design/flow/config.mk WORK_HOME=/design/flow/orfs finish
$ cat /design/flow/config.mk
export PLATFORM = sky130hd
export DESIGN_NAME = washing_machine
export DESIGN_NICKNAME = washing_machine
export VERILOG_FILES = /design/flow/design.v
export SDC_FILE = /design/flow/constraint.sdc
export NUM_CORES = 4
export LEC_CHECK = 1
export CORE_AREA = 10 10 70 70
export DIE_AREA = 0 0 80 80
$ cat /design/flow/constraint.sdc
current_design washing_machine

set clk_period 1.7
set clk_io_pct 0.2

create_clock -name clk0 -period $clk_period [get_ports {clk}]

set non_clock_inputs [all_inputs -no_clocks]
set_input_delay [expr $clk_period * $clk_io_pct] -clock clk0 $non_clock_inputs
set_output_delay [expr $clk_period * $clk_io_pct] -clock clk0 [all_outputs]
==> changes_impl.md <==
## Implementation

* Logic area at around 200 µm²
* Number of diodes at 0
* Worst-Skew Late Latency at approximately 0.23 ns
* Final Max Slew Viols at 0
* Maximum Capacitance Violations at 0
* Top post-synthesis cells by count: nand2b_1 (5), dfrtp_1 (3), buf_2 (2)
* Pre-CTS WS at -0.0397 ns
* CP max FO at 2
* Top Ports at 13
* Outcome: completed
* Worst Path Arrival at about 1.3 ns
* DR vias/cell at approximately 3.3
* FILL cells at slightly below 400
* CTS Hold Bufs at 0
* Clk root buf: clkbuf_4
* Fin. Hold Viols at 0
* F_max at 615 MHz
* CP required at 1.36 ns
* Setup violations, final at 0
* Height of the chip at ~80 µm
* Die width at 80 µm
* Tot GR Track Use at 3.04%
* Hold WC Path Type: input port to asynchronous set/reset pin
* Post-Synthesis Cell Area at ~280 µm²
* Vias in the first global route at roughly 340
* Clk slew on worst S/H paths at roughly 0.04 ns
* CP peak stage delay at approximately 0.40 ns
* Worst slew pin tran at 0.237 ns
* Most common cell on crit path: buf_4
* Worst VDD drop at 0.459 mV
* Register area at slightly below 80 µm²
* Port Buffer Count at 12
* Crit path buf inv count at 3
* Clock sinks at 3
* Int Power at 0.597 mW
* Net Sw Frac at 33.2%
* Synth area leaders: dfrtp_1 (27%), nand2b_1 (11%), mux4_2 (8.0%)
* Placed cell count at ~93
* DR iter-0 viols at 9
* P_sw at roughly 0.30 mW
* Syn. warnings at 1
* Max reg flops at 3
* GRT overflow at 0
* Routed wire per std cell at 9.56 µm
* Worst-case headroom to the max-slew limit at between 80% and 90%
* Dominant register cell: dfrtp_1
* Yosys synthesis chip area at around 280 µm²
* ANT nets after route at 0
* Layout cells sized above 1 at a little over a third
* Core box area at 3420 µm²
* P_leak at between 0.2 and 0.3 nW
* Layout Skew at 0.00190 ns
* Cell family with the largest share of critical-path delay: buffers and inverters
* Tool warnings at 25
* Combinational share of power at 68.2%
* Synth flops at 3
* Crit-path cells: buf_4 > buf_4 > clkdlybuf4s50_1
* Hold Slack at 0.288 ns
* Post-synth EDFFs at 0
* Leading area contributor after synthesis: dfrtp_1
* Mean Syn Cell Area at roughly 8.6 µm²
* Unrepaired setup endpoints after global routing: false
* Ys async rst share at about 100%
* Hpwl dp at between 700 and 800 µm
* Clock power share at approximately 14%
* Drt drc at 0
* Final worst setup slack at 0.0737 ns
* TritonCTS clock tree: done
* TritonRoute pass-1 iters at 4
* Vias at around 350
* Final period util at between 90% and 100%
* Min Clock Period, post-route at 1.63 ns
* First-pass GRT wire length at 1.60 mm
* Cell variety after synth at 26
* Yosys stat cell total at 33
* P&R area growth vs syn at 104%
* Worst Setup Path Type: register to output port
* Gate Count Post-Synth at 33
* Core Util at FP at just over 8%
* Max clock buf depth at 2
* Crit. End Element: output port
* Cell Pwr Density at roughly 1500 nW/µm²
* Flop pwr share at 18.1%
* Die ar. at approximately 6400 µm²
* Largest regs: state: 3 flops
* Biggest register: state
* CP max-delay cell: clkdlybuf4s50_1
* RePlAce Congestion at ~0.77
* Initial antenna violation count at 0
* Largest net degree at the start of global routing at 9
* Post-Route WL at 994 µm
* Nature of the critical path startpoint: register
* Top-count cell post-synth: nand2b_1
* H-Tree Depth at 1
* Rows at 21
* Max-area cell share at about a quarter
* Synth Seq Share at 26.5%
* Final std cells w/o fill at 104
* Inserted Clock Buffers at 3
[placed cells by master (no fill, tap or decap), types with 2 or more instances in the layout]
cell type / count
nand2b_1: 5
clkdlybuf4s50_1: 8
clkbuf_4: 3
dlymetal6s2s_1: 2
dfrtp_2: 2
buf_4: 11
[power groups by stage]
stage                 clock network (mW)  registers [mW]  logic (mW)
final                              0.123           0.162       0.609
after CTS                          0.131           0.166       0.560
after global routing               0.140           0.172       0.676
[worst paths after layout]
path / slack [ns] / endpoint / cells past startpoint / from
max: 0.07 / state[0] / 3 / state[0]$_DFFE_PN0P_
max reg2reg: 0.40 / state[0]$_DFFE_PN0P_ / 4 / state[2]$_DFFE_PN0P_
min reg2reg: 0.68 / state[2]$_DFFE_PN0P_ / 2 / state[2]$_DFFE_PN0P_
max in group asynchronous: 1.26 / state[2]$_DFFE_PN0P_ / 1 / rst
min: 0.29 / state[0]$_DFFE_PN0P_ / 1 / rst
min in group clk0: 0.68 / state[2]$_DFFE_PN0P_ / 2 / state[2]$_DFFE_PN0P_
[area by class of cell]
type	instances	area share [%]
clock buffers	4	4.56
inverters	2	1.30
multi-input cells	26	34.7
flip-flops and latches	3	13.4
well taps	46	9.98
repair buffers	23	36.0
[what timing repair did]
action / CTS / global route
pin swaps: 1 / 1
setup buffers: 4 / 3
setup endpoints to repair: 4 / 4
gates resized: 5 / 4
[per-layer routing]
layer / GRT usage, % / part of all wire, % / up-vias
met2: 3.37 / 32 / 17
met3: 1.14 / 10 / 2
li1: - / - / 174
met1: 4.88 / 55 / 155
met4: 1.06 / 2.4 / 0
met5: 0 / 0 / -
[worst register-to-register path, stage by stage (launching register included)]
cell and delay (ns):
dfrtp_2 0.43, buf_4 0.17, mux2_1 0.31, o22ai_1 0.14
a32o_1 0.19
[logic make-up (layout without fill, tap and decap cells)]
kind of cell,after synthesis,after routing,share of synthesized area [%]
AND/OR/NAND/NOR,14,14,29.2
multiplexers,2,2,11.9
flip-flops,3,3,26.5
AND-OR/OR-AND,10,10,26.1
buffers and inverters,4,29,6.19
[through the flow]
| stage | setup TNS (ns) | area, µm² | util, % | total power [mW] |
|---|---|---|---|---|
| 2_1_floorplan | 0 | 283 | - | 0.379 |
| 3_3_place_gp | 0 | 480 | 14.1 | 0.645 |
| 3_5_place_dp | -0.0397 | 480 | 14.1 | 0.646 |
| 4_1_cts | 0 | 548 | 16.0 | 0.857 |
| 5_1_grt | 0 | 577 | 16.9 | 0.988 |
| 6_report | 0 | 577 | 16.9 | 0.894 |
No activity file was given, so power comes from the tool's default toggle rates.
